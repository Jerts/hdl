File: flow/design.v
module sum_mult (
    input [3:0] a,b,c,d,
    input clk,
    output reg [7:0] salida
);
    reg [3:0] A,B,C,D;
    reg [7:0] mult1,mult2 ;
    reg [7:0] suma;
    always @(posedge clk) begin
        A<=a;
        B<=b;
        C<=c;
        D<=d;
        mult1=A*B;    
        mult2=C*D;
        suma=mult1+mult2;
        salida<=suma;
    end 
endmodule
File: flow/run.sh
#!/bin/bash
# OpenROAD 26Q1-2900-gdf79404cd8, Yosys 0.63+post, stock flow scripts
make -C /OpenROAD-flow-scripts/flow DESIGN_CONFIG=/design/flow/config.mk WORK_HOME=/design/flow/orfs finish
File: flow/config.mk
export PLATFORM = sky130hd
export DESIGN_NAME = sum_mult
export DESIGN_NICKNAME = sum_mult
export VERILOG_FILES = /design/flow/design.v
export SDC_FILE = /design/flow/constraint.sdc
export NUM_CORES = 4
export LEC_CHECK = 1
export CORE_AREA = 10 10 104 104
export DIE_AREA = 0 0 114 114
File: flow/constraint.sdc
current_design sum_mult

set clk_period 3.9
set clk_io_pct 0.2

create_clock -name clk0 -period $clk_period [get_ports {clk}]

set non_clock_inputs [all_inputs -no_clocks]
set_input_delay [expr $clk_period * $clk_io_pct] -clock clk0 $non_clock_inputs
set_output_delay [expr $clk_period * $clk_io_pct] -clock clk0 [all_outputs]
==> flow_summary.toml <==
# implementation run metrics
[run_status]
status = "completed"

[routing]
drt_iter0_drc = 19
ant_nets = 0
wl_mm = 2.449
viasPerCell = 3.246
dr.pass1.iters = 2
vias = 909
route.detailed.drc = 0
wl_per_cell_um = 8.746
antenna_cells = 0

[floorplanning]
num_rows = 34
dieHeight_um = 114
coreArea_um2 = 8678
fp_util_pct = 17.34
io_pins = 25
dieArea_um2 = 13000
dieWidth_um = 114

[cells_and_area]
comb_area_um2 = 885.9
layout.cells.non_filler = 280
nFillCells = 950
seqCellArea_um2 = 489.2
syn2layout_area_growth_pct = 29.18
layout_top_cells_excl_fill_tap = "inv_1, clkdlybuf4s50_1, and2_1, ha_1, fa_1"
lay_top_count = "inv_1"
drive_gt1_share_pct = 8.140

[logic_synthesis]
ys_area_um2 = 1505
seq_area_frac_synth_pct = 31.92
synth_area_um2 = 1505
yosys_cells = 144
synth.distinct_cells = 14
ys.flops = 24
synth_area_per_cell_um2 = 10.45
topCellsByArea = "dfxtp_1, fa_1, ha_1"
synth.top_cell.area_share_pct = 31.92
synth_cells = 144
yosysWarningCount = 1
synth_area_leader_cell = "dfxtp_1"

[pwr]
comb_power_share_pct = 43.2
p_leak_nw = 0.9013
power_density_nw_per_um2 = 431.6
p_sw_w = 0.0002514
swShare_pct = 29.96
clkPwrFrac_pct = 19.5
power.internal_w = 0.0005877
peakVddDrop_uv = 189.5
p_seq_share_pct = 37.3

[setup_path]
crit_start = "D[3]$_DFF_P_"
required_ns = 4.06
r2r_slack_ns = 0.27
cp-start-kind = "flop"
criticalPathCategory = "reg -> reg"
r2r_start = "D[3]$_DFF_P_"
worstRegToRegCells = 13
end_kind = "flop"
critPathArrivalTime_ns = 3.79
r2r-end = "salida[7]$_DFF_P_"
cp_max_fo = 4

[place]
dp_hpwl_mm = 2.232
port_buffers = 24
gp_congestion = 0.7742
dp_cells = 276

[clocking]
path_clk_slew_ns = 0.08
cts.sinks = 24
cts_buffers = 3
cts_root_buf = "clkbuf_8"
tritoncts = "built"
clock_latency_ns = 0.26
htree_levels = 1
clockBufferDepth = 2

[final_timing]
tightest_slew_ns = 0.2160
finalSetupViolCount = 0
post-route-period-util_pct = 93.13
maxSlewHeadroom_pct = 85.50
hold_viol_final = 0
layout_min_cycle_time_ns = 3.632
tns_ns = 0
finClkSkew_ns = 0.007507
fmax_mhz = 275.3
final_max_slew_viol_count = 0
rsz0062_at_grt = "no"

[global_routing]
grt_util_met1_pct = 5.283
grt_pass1_vias = 959
antenna_found_initial = 0
grt_pass1_wl_mm = 4.305
grt.busiest_layer = "met2"
use_met2_pct = 6.302
grt_start_max_net_pins = 14
grtUsageMet3_pct = 1.489
grt.overflow.total = 0
track_usage_pct = 3.952

[min_path]
min-delay-start = "C[0]$_DFF_P_"
holdPathStages = 2
hold_end = "salida[0]$_DFF_P_"
min_path_type = "reg -> reg"

[run]
warnings = 25
drv_cap = 0
==> synthesized netlist by cell type <==
cell,count
a21oi_2,1
fa_1,18
a21o_1,1
and2_1,22
dfxtp_1,24
a21o_2,1
nand2_1,10
o21ai_0,1
a211oi_2,1
ha_1,19
xnor2_1,6
inv_1,37
o21bai_1,1
a21oi_1,2
==> metal layers <==
layer | vias up | share of wire, % | wire length (um)
li1 | 480 | - | -
met1 | 409 | 49 | 1192
met2 | 20 | 45 | 1097
met3 | 0 | 6.5 | 159
met4 | 0 | 0 | 0
met5 | - | 0 | 0
==> worst max-delay path by stage <==
stage / to / slack [ns] / cells after the start
4_1_cts: salida[7]$_DFF_P_ / 0.14 / 13
5_1_grt: salida[7]$_DFF_P_ / 0.04 / 13
6_report: salida[7]$_DFF_P_ / 0.27 / 13
==> sequential cells by signal (all words and copies together), names as in the netlist <==
name	cells
B	4
C	4
salida	8
A	4
D	4
==> logic make-up (layout without fill, tap and decap cells) <==
kind of cell | after synthesis | after routing | synth area share, %
compound gates | 8 | 8 | 3.990
flops | 24 | 24 | 31.92
xor+xnor | 6 | 6 | 3.491
fa+ha+maj | 37 | 37 | 39.73
buf+inv | 37 | 65 | 9.227
simple gates | 32 | 32 | 11.64
==> through the flow <==
step	hold slack [ns]	util [%]	worst slack (ns)	total power, W	cell area [um^2]
finish	0.6169	22.40	0.2678	0.0008391	1944
global route	0.6727	22.40	0.04439	0.0009307	1944
CTS	0.6500	22.30	0.1400	0.0008635	1936
detailed placement	0.6411	21.67	0.1566	0.0006916	1881
global placement	0.6449	21.67	0.1849	0.0006908	1881
floorplan	0.5705	-	0.2773	0.0005530	1505
==> power by group through the flow <==
stage,logic (W),registers (W),clock network [W]
4_1_cts,0.000375,0.000314,0.000174
5_1_grt,0.000430,0.000319,0.000182
6_report,0.000362,0.000313,0.000163
==> repair_timing <==
action / 4_1_cts / 5_1_grt
endpoints found under the hold margin: 0 / 0
hold buffers: 0 / 0
gates resized: 0 / 7
buffers inserted: 0 / 0
endpoints found under the setup margin: 0 / 1
==> worst max-delay path, cell delays in order (launching register included) <==
cell	delay (ns)
dfxtp_2	0.34
nand2_1	0.07
fa_1	0.50
fa_1	0.55
inv_1	0.06
fa_1	0.53
inv_1	0.05
fa_1	0.52
inv_1	0.06
ha_1	0.31
a211oi_2	0.22
o21bai_1	0.11
a21oi_2	0.15
xnor2_1	0.07
==> layout make-up <==
cell class,count,share of cell area [%]
Timing Repair Buffer,24,12.36
Sequential cell,24,25.16
Tap cell,108,6.950
Multi-Input combinational cell,83,45.56
Inverter,37,7.143
Clock buffer,4,2.831
Power and IR drop assume default switching activity.
