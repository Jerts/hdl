### flow/run.sh
#!/bin/bash
# OpenROAD 26Q1-2900-gdf79404cd8, Yosys 0.63+post, stock flow scripts
make -C /OpenROAD-flow-scripts/flow DESIGN_CONFIG=/design/flow/config.mk WORK_HOME=/design/flow/orfs finish
### flow/config.mk
export PLATFORM = sky130hd
export DESIGN_NAME = sum_mult2
export DESIGN_NICKNAME = sum_mult2
export VERILOG_FILES = /design/flow/design.v
export SDC_FILE = /design/flow/constraint.sdc
export NUM_CORES = 4
export LEC_CHECK = 1
export CORE_UTILIZATION = 30
### flow/constraint.sdc
current_design sum_mult2

set clk_period 3.3
set clk_io_pct 0.2

create_clock -name clk0 -period $clk_period [get_ports {clk}]

set non_clock_inputs [all_inputs -no_clocks]
set_input_delay [expr $clk_period * $clk_io_pct] -clock clk0 $non_clock_inputs
set_output_delay [expr $clk_period * $clk_io_pct] -clock clk0 [all_outputs]
### flow/design.v
module sum_mult2 (
    input [3:0] a,b,c,d,
    input clk,
    output reg [7:0] salida
);
    reg [3:0] A,B,C,D;
    reg [7:0] mult1,mult2 ;
    reg [7:0] suma;
    always @(posedge clk) begin
        A<=a;
        B<=b;
        C<=c;
        D<=d;
        mult1<=A*B;    
        mult2<=C*D;
        suma=mult1+mult2;
        salida<=suma;
    end 
endmodule
==> ci_impl_report.md <==
### Flow metrics

| Metric | Value |
|---|---|
| CTS Buf Count | `5` |
| Yosys reg bits | `40` |
| Top fanout value on the critical path | `4` |
| Clock power share | `~23%` |
| FMAX | `384 MHz` |
| Routed wire per std cell | `9.66 um` |
| Mux frac, synth | `0%` |
| Slew @ Worst Pin | `355 ps` |
| Slew Viols, Final | `0` |
| RSZ-0062 raised after global routing | `false` |
| Vias in the first global route | `1244` |
| Finished Cell Area | `2380 um2` |
| Yosys adder share | `29.0%` |
| Register area | `801 um2` |
| # rows | `29` |
| Clk_skew | `7.44 ps` |
| Comb power frac | `32.2%` |
| Late-Pin Clk Latency | `290 ps` |
| PortBufs | `24` |
| Core Util at FP | `31.1%` |
| Final wirelength | `2820 um` |
| Share of post-route cells with drive strength above 1 | `3.72%` |
| 1st-iter DRT viols | `59` |
| Mean Syn Cell Area | `approximately 11 um2` |
| Core footprint | `6310 um2` |
| Synth Warn # | `1` |
| Tmin final | `2610 ps` |
| Placed cells | `between 200 and 300` |
| Xor+xnor area frac | `5.36%` |
| Inserted Diodes | `0` |
| GP Congestion | `between 0.8 and 0.9` |
| Worst-path clk slew | `approximately 70 ps` |
| Setup violators final | `0` |
| Period utilization | `79.0%` |
| Fillers | `654` |
| Worst path arrival time | `2820 ps` |
| DP Area | `2300 um2` |
| Final ANT Viol Nets | `0` |
| DP HPWL | `2290 um` |
| GR Util All Layers | `under 10%` |
| CTS Buffer Depth | `2` |
| Vias/cell | `4.27` |
| Comb area leader | `adder cells` |
| Global-route wire length before repair | `5380 um` |
| Drt first pass iters | `4` |
| Sw frac | `between 20% and 30%` |
| Logic cell area | `1100 um2` |
| Overflow after GRT | `0` |
| Max-Cap Viols | `0` |
| Final Hold Vio Count | `0` |
| CTS tree | `done` |
| Antenna violations before repair | `0` |
| Via count | `approximately 1200` |
| Sw Pwr | `0.000381 W` |
| Final std cells w/o fill | `292` |
| Post-Synth AOI/OAI Area | `7.91%` |
| Internal power | `just under 0.001 W` |
| Post-cts resize count | `0` |
| Mapped cell area | `1960 um2` |
| P_leak | `between 1 and 1.5 nW` |
| Total power | `0.00135 W` |
| Die Y | `82.9 um` |
| Hold-fix buffers, CTS | `0` |
| OpenROAD warning count | `25` |
| Worst slew margin | `76.2%` |
| Status | `complete, no violations` |
| Chip area | `6870 um2` |
| Yosys cell count | `184` |
| Root buffer cell | `clkbuf_8` |
| Cell Type Count | `23` |
| Setup crit end kind | `register` |
| Worst VDD drop | `around 0.29 mV` |
| Register share after synthesis | `40.8%` |
| Total Negative Setup Slacks | `0 ps` |
| Yosys Chip Area | `roughly 2000 um2` |
| Top cell type's share of synthesized area | `40.8%` |
| Mapped Cells | `184` |
| Final setup margin | `693 ps` |
| Worst hold path type | `reg -> reg` |
| CP startpoint kind | `register` |
| CP Data Required Time | `3510 ps` |
| Post-synthesis simple-gate area fraction | `13.7%` |
| Synth-to-Final Area Change | `21.3%` |
| DIE WIDTH | `82.9 um` |
| H-Tree Level Count | `2` |
| Sequential power share | `45.2%` |
| Power density over the cells | `565 nW/um2` |
| # DRC | `0` |
| Top cells, area | `dfxtp_1, ha_1, fa_1` |
| Io pins | `25` |
| Post-place setup slack | `709 ps` |
| Post-synth top area cell | `dfxtp_1` |
| Critical path type | `reg -> reg` |
| TritonCTS Sinks | `around 40` |
| Largest net degree at the start of global routing | `13` |
| Post-CTS Setup Inserts | `0` |
cell families (layout without fill, tap and decap cells):
kind of cell | count (synthesis) | count (layout)
adder cells (fa/ha/maj) | 40 | 40
buffers and inverters | 17 | 48
XOR/XNOR | 12 | 12
AND-OR/OR-AND | 25 | 25
AND/OR/NAND/NOR | 50 | 50
flip-flops | 40 | 40
worst paths after layout:
kind	end	start	depth (start not counted)	slack, ps
hold / removal	salida[0]$_DFF_P_	mult2[0]$_DFF_P_	1	460
setup reg to reg	mult1[6]$_DFF_P_	B[3]$_DFF_P_	8	690
setup / recovery	mult1[6]$_DFF_P_	B[3]$_DFF_P_	8	690
hold reg to reg	salida[0]$_DFF_P_	mult2[0]$_DFF_P_	1	460
flip-flops by register name, indices dropped and copies added, names as in the netlist:
| register | cells |
|---|---|
| mult2 | 8 |
| D | 4 |
| A | 4 |
| mult1 | 8 |
| C | 4 |
| salida | 8 |
| B | 4 |
metrics by stage:
step	utilization (%)	hold slack (ps)
floorplan	-	420
global placement	36.4	445
detailed placement	36.4	446
CTS	37.7	466
global route	37.7	480
finish	37.7	462
worst max-delay path, cell delays in order, from the launching register on:
cell	delay [ps]
dfxtp_1	360
nand2_1	90
fa_1	540
inv_1	50
fa_1	520
fa_1	480
a21o_1	200
a21oi_1	170
xnor2_1	130
area by class of cell:
cell class,count,share of cell area (%)
Clock inverter,2,0.526
Clock buffer,5,2.89
Tap cell,77,4.05
Inverter,17,2.68
Sequential cell,40,33.6
Multi-Input combinational cell,127,46.1
Timing Repair Buffer,24,10.1
power groups by stage:
stage	sequential, W	combinational (W)	clock, W
4_1_cts	0.000611	0.000435	0.000326
5_1_grt	0.000622	0.000501	0.000342
6_report	0.000609	0.000433	0.000304
cells in the final DEF, fill, tap and decap left out:
master and count:
a211oi_1 2, a21o_1 2, a21oi_1 10, a41oi_1 1, and2_1 23, clkbuf_8 5
clkdlybuf4s50_1 24, clkinv_2 1, clkinvlp_4 1, dfxtp_1 40, fa_1 9, ha_1 31
inv_1 17, nand2_1 15, nand3_1 1, nor2_1 5, nor2b_1 3, nor2b_4 1
nor3_1 1, o211ai_1 3, o21a_1 1, o21ai_0 4, o21bai_1 1, o31a_1 1
or4_1 1, xnor2_1 9, xor2_1 3
cell usage after synthesis:
library cell	n
o21a_1	1
dfxtp_1	40
xnor2_1	9
nor3_1	1
nor2b_4	1
inv_1	17
ha_1	31
a211oi_1	2
and2_1	23
nand2_1	15
or4_1	1
a21o_1	2
o21bai_1	1
nand3_1	1
o21ai_0	4
o211ai_1	3
nor2_1	5
xor2_1	3
fa_1	9
a41oi_1	1
a21oi_1	10
nor2b_1	3
o31a_1	1
layer usage:
metal / wire (um) / GRT usage (%) / vias up
met5: 0 / 0 / -
met4: 51 / 1.57 / 0
met3: 109 / 2.12 / 4
met2: 1180 / 13.8 / 24
met1: 1480 / 15.6 / 551
li1: - / - / 668
No activity file was given, so power comes from the tool's default toggle rates.
