`flow/run.sh`:
```
#!/bin/bash
# OpenROAD 26Q1-2900-gdf79404cd8, Yosys 0.63+post, stock flow scripts
make -C /OpenROAD-flow-scripts/flow DESIGN_CONFIG=/design/flow/config.mk WORK_HOME=/design/flow/orfs finish
```
`flow/config.mk`:
```
export PLATFORM = sky130hd
export DESIGN_NAME = prueba
export DESIGN_NICKNAME = prueba
export VERILOG_FILES = /design/flow/design.v
export SDC_FILE = /design/flow/constraint.sdc
export NUM_CORES = 4
export LEC_CHECK = 1
export CORE_UTILIZATION = 30
```
`flow/constraint.sdc`:
```
current_design prueba

set clk_period 3.9
set clk_io_pct 0.2

create_clock -name clk0 -period $clk_period [get_ports {clk}]

set non_clock_inputs [all_inputs -no_clocks]
set_input_delay [expr $clk_period * $clk_io_pct] -clock clk0 $non_clock_inputs
set_output_delay [expr $clk_period * $clk_io_pct] -clock clk0 [all_outputs]
```
`flow/design.v`:
```
module prueba (
    input [3:0] a,b,c,d,
    input clk,
    output reg [7:0] salida
);
    reg [3:0] A,B,C,D;
    reg [7:0] mult1,mult2 ;
    reg [7:0] suma;
    always @(posedge clk) begin
        A<=a;
        B<=b;
        C<=c;
        D<=d;
        mult1=A*B;    
        mult2=C*D;
        suma=mult1+mult2;
        salida<=suma;
    end 
endmodule
```
==> run summary <==
clock sink total: 24
Clock Path Buffers: 2
Place WS: 0.130 ns
register area share after synthesis: 31.9%
Yosys Warn Count: 1
yosys synthesis chip area: 1510 um^2
Mapped Avg Cell Area: 10.5 um^2
CTS tree: yes
Fillers: 486
Worst Reg-to-Reg Cells: 13
xor/xnor share: 3.49%
logic area: 888 um^2
share of post-route cells with drive strength above 1: 5.81%
FMAX: 271 MHz
placed cell count: 235
Synth cell types: 14
non-filler cells, final: 239
RSZ-0062 raised after global routing: no
vias per cell: 3.88
count of pins over their slew limit: 0
first-pass GRT wire length: 3800 um
DP Wirelength: 1840 um
clk root buf: clkbuf_8
Core Region: 4790 um^2
hold path cells: 2
Total Routing Usage GR: 9.49%
PnR worst setup slack: 0.216 ns
P_leak: 0.908 nW
CTS Buf Count: 3
worst r2r src: D[2]
die width: 72.8 um
largest net degree at the start of global routing: 15
post-layout period usage: 94.5%
routed len/inst: 8.82 um
crit-path cells: nand2_1 -> fa_1 -> fa_1 -> inv_1 -> fa_1 -> inv_1 -> fa_2 -> inv_1 -> ha_1 -> a211oi_2 -> o21bai_1 -> a21oi_2 -> xnor2_1
Fin Setup TNS: 0 ns
Max-slew headroom: 82.9%
AND-OR/OR-AND Cells, Area Fraction: 3.99%
GP Congestion: 0.814
synthesized instance count: 144
drt first-iter violations: 18
RR Endpoint: salida[7]
1st-pass router iterations: 4
arrival time at the worst endpoint: 3.84 ns
crit start category: flip-flop
worst-path maximum fanout: 4
status: complete, no violations
WL final: 2110 um
area post-placement: 1830 um^2
DR vias: 928
ys cells: 144
htree depth: 1
GR Overflow Total: 0
slowest CP cell: fa_1
Worst Hold Class: reg -> reg
final std cell area, no fill: 1910 um^2
crit path DRT: 4.06 ns
Top cell excl fill/tap: inv_1
Fin. Hold Viols: 0
worst slew pin tran: 0.255 ns
clk latency of the worst-skew pair: 0.26 ns
Worst Setup SP: D[2]
# IOs: 25
DRC Markers: 0
Layout Area Growth over Synthesis: 26.6%
Antenna Cells: 0
Floorplan Utilization: 31.5%
Synth Area in Adders: 39.7%
Tool Warnings: 25
Setup crit end kind: flip-flop
Worst path max stage delay: 0.54 ns
overall power: 880 uW
Yosys reg bits: 24
clk_skew: 0.00688 ns
synthesized area: 1510 um^2
reg2reg setup slack: 0.22 ns
post-route ant nets: 0
area occupied by registers: 483 um^2
vias in the first global route: 893
VDD IR max: 0.218 mV
max-cap violation count: 0
Port Buffers: 24
area fraction in mux cells: 0%
antenna violations before repair: 0
row count: 25
Period minus WS final: 3.68 ns
Die Span Y: 72.8 um
Final setup viols: 0
most frequent cells in the layout: inv_1 (37), clkdlybuf4s50_1 (24), dfxtp_1 (22), and2_1 (22), ha_1 (19)
yosys simple share: 11.6%
Top logic family: adder cells
Power per Cell Area: 462 nW/um^2
Worst-path clk slew: 0.09 ns
total die size: 5300 um^2
WS Path Type: reg -> reg
Setup crit end: salida[7]
-- area by class of cell --
class / count / area share, %
clock buffers: 3 / 2.17
clock inverters: 1 / 1.58
inverters: 37 / 7.29
multi-input cells: 83 / 46.6
flip-flops and latches: 24 / 25.3
well taps: 67 / 4.40
repair buffers: 24 / 12.6
-- registers in the layout, indices dropped and copies added, names as in the netlist --
register and flops:
B 4, C 4, salida 8, D 4
A 4
-- Yosys cell counts --
cell type,n,area share (%)
inv_1,37,9.2
dfxtp_1,24,32
and2_1,22,9.1
ha_1,19,16
fa_1,18,24
nand2_1,10,2.5
xnor2_1,6,3.5
a21oi_1,2,0.67
a211oi_2,1,0.83
a21o_1,1,0.50
a21o_2,1,0.58
a21oi_2,1,0.58
o21ai_0,1,0.33
o21bai_1,1,0.50
-- power by group --
group	leakage, nW	total [mW]	switching, mW	internal, mW
clock network	0.0357	0.214	0.0767	0.137
logic	0.670	0.358	0.153	0.204
registers	0.202	0.309	0.0165	0.292
total	0.908	0.880	0.247	0.634
-- worst min path at each step --
stage	start	endpoint	slack (ns)
CTS	C[0]	salida[0]	0.63
finish	C[0]	salida[0]	0.60
global route	C[0]	salida[0]	0.65
-- worst max-delay path, delay by kind of cell (launching register included) --
family | cells | cell delay [ns]
buf+inv | 3 | 0.15
xor+xnor | 1 | 0.08
compound gates | 3 | 0.50
flops | 1 | 0.37
simple gates | 1 | 0.09
fa+ha+maj | 5 | 2.39
-- cells by family (layout without fill, tap and decap cells) --
| logic type | count (synthesis) | count (layout) |
|---|---|---|
| and+or+nand+nor | 32 | 32 |
| adders and majority gates | 37 | 37 |
| buffers and inverters | 37 | 65 |
| AOI/OAI and AO/OA | 8 | 8 |
| xor gates and xnor gates | 6 | 6 |
| DFF | 24 | 24 |
-- routing by layer --
layer / vias up / track usage [%] / part of all wire, %
met5: - / 0 / 0
met4: 0 / 0.654 / 0.47
met3: 2 / 2.10 / 4.8
met2: 23 / 15.1 / 47
met1: 423 / 14.4 / 48
li1: 480 / - / -
-- timing repair --
item / CTS / global route
buffers inserted: 0 / 0
resized: 0 / 3
setup endpoints to repair: 0 / 1
hold buffers: 0 / 0
-- metrics by stage --
| stage | util (%) | hold WS (ns) |
|---|---|---|
| floorplan | - | 0.571 |
| global placement | 38.2 | 0.620 |
| detailed placement | 38.2 | 0.624 |
| CTS | 39.7 | 0.633 |
| global route | 39.8 | 0.649 |
| finish | 39.8 | 0.599 |
No activity file was given, so power comes from the tool's default toggle rates.
